`flow/constraint.sdc`:
```
current_design Accelerator

set clk_period 2.0
set clk_io_pct 0.2

create_clock -name clk0 -period $clk_period [get_ports {clk}]

set non_clock_inputs [all_inputs -no_clocks]
set_input_delay [expr $clk_period * $clk_io_pct] -clock clk0 $non_clock_inputs
set_output_delay [expr $clk_period * $clk_io_pct] -clock clk0 [all_outputs]
```
`flow/design.v`:
```
module Accelerator(
    input clk, rst, 
    input wStart,
    input [4:0] v,
    input [1:0] u,
    output wrReq, wDone,
    output [20:0] wrData
);
    wire engDone, ldu, ldv, shL, engStart;
    wire [15:0] engX;
    wire [1:0] uOut;
    wire [1:0] intpart;
    wire [15:0] fracpart;
    WrapperController controller(clk, rst, wStart, engDone, ldu, ldv, shL, engStart, wrReq, wDone);
    ShiftRegisterLeft shRegL(clk, rst, shL, ldv, {3'b000, v, 8'b00000000}, engX);
    Register2b uReg(clk, rst, ldu, u, uOut);
    Exponential exp(clk, rst, engStart, engX, engDone, intpart, fracpart);
    CombShifter combShifter({intpart, fracpart}, uOut, wrData);
endmodule
module CombShifter(
    input [17:0] in, 
    input [1:0] n, 
    output reg [20:0] out
);
    always @(*) begin
        case(n)
            2'b00: out = {3'b000, in};
            2'b01: out = {2'b00, in, 1'b0};
            2'b10: out = {1'b0, in, 2'b00};
            2'b11: out = {in, 3'b000};
            default: out = {3'b000, in};
        endcase
    end
endmodule
module WrapperController(
    input clk, rst,
    input wStart,
    input engDone,
    output reg ldu, ldv, shL, engStart, wrReq, wDone
);
    reg [2:0] ps, ns;
    reg cnt, cntRst;
    wire co;
    always @(posedge clk) begin
        if(rst)
            ps <= 3'd0;
        else
            ps <= ns;
    end
    always @(ps or co or wStart or engDone) begin
        ns = 3'd0;
        case(ps) 
            3'd0 : ns = wStart ? 3'd1 : 3'd0;
            3'd1 : ns = wStart ? 3'd1 : 3'd2;
            3'd2 : ns = 3'd3;
            3'd3 : ns = engDone ? 3'd4 : 3'd3;
            3'd4 : ns = co ? 3'd0 : 3'd2;
        endcase
    end
    always @(ps) begin
        {wDone, ldu, ldv, cntRst, engStart, cnt, shL, wrReq} = 8'b0;
        case(ps) 
            3'd0 : wDone = 1'b1;
            3'd1 : begin
                ldu = 1'b1;
                ldv = 1'b1;
                cntRst = 1'b1;
            end
            3'd2 : engStart = 1'b1;
            3'd4 : begin
                cnt = 1'b1;
                shL = 1'b1;
                wrReq = 1'b1;
            end
        endcase
    end
    Counter2b counter2b(clk, (rst|cntRst) , cnt, co);
endmodule
module Counter2b( 
    input clk, rst, cnt, output co
);
    reg [1:0] p;
    always @(posedge clk or posedge rst) begin
        if(rst)
            p <= 0;
        else if(cnt)
            p <= p + 1;
    end
    assign co = (p==2'b11) ? 1'b1 : 1'b0;
endmodule
`timescale 1 ns/ 100 ps
module counter (input clk,rst,zero,ld,enb, input [2:0] in ,output reg [3:0] out, output  co);
	always@(posedge clk, posedge rst)begin
		if(rst == 1'b1)
			out <= 0;
		else
			if(zero == 1'b1)
				out <= 0;
			else if(ld == 1'b1)
				out <= in;
			else if(enb == 1'b1)
				out <= out + 1'b1;
	end
	assign co = (out >= 4'b1000)? 1'b1: 1'b0;
endmodule 
module datapath(input clk,rst, zx,initx,ldx, zt,initt,ldt, zr,initr,ldr, zc,ldc,enc, s,
		 input [15:0] x, output co,output [17:0]result);
	wire [15:0] xptwo;
	wire [2:0] c_in = 0;
	wire [15:0] data,m_out,temp_in,ymux;
	wire [15:0] xptwor,temp_out, xr;
	wire [17:0] res_in;
	wire [3:0] adr;
	register regx(clk,rst,zx,initx,ldx,x,xr);
	counter count(clk,rst,zc,ldc,enc,c_in,adr,co);
	LUT lut(adr,data);
	mux2to1 mux(xr,data,s,m_out);
	multiplier mult(m_out,temp_out,temp_in);
	register rtemp(clk,rst,zt,initt,ldt,temp_in,temp_out);
	adder add(result,{2'b00,temp_out},res_in);
	register18 rres(clk,rst,zr,initr,ldr,res_in,result);
endmodule
module LUT (input [3:0] adr, output [15:0] data);
reg [15:0] datat;
	always @(adr) begin
		case(adr)
			0: datat = 16'hFFFF;
			1: datat = 16'h8000; 
			2: datat = 16'h5555; 
			3: datat = 16'h4000; 
			4: datat = 16'h3333; 
			5: datat = 16'h2AAA; 
			6: datat = 16'h2492; 
			7: datat = 16'h2000; 
		endcase
	end
assign data = datat;
endmodule
`timescale 1 ns/ 100 ps
module multiplier(input [15:0] a,b, output [15:0] c);
wire [31:0]temp;
	assign temp = a*b;
	assign c = temp[31:16];
endmodule
`timescale 1 ns/ 100 ps
module mux2to1(input [15:0] a,b, input s, output [15:0] y);
	assign y = (~s)? a:b;
endmodule 
`timescale 1 ns/ 100 ps
module register (input clk,rst,zero,init,ld, input [15:0] r_in, output reg [15:0] r_out);
	always@(posedge clk, posedge rst)begin
		if(rst == 1'b1)
			r_out <= 0;
		else
			if(zero == 1'b1)
				r_out <= 0;
			else if (init == 1'b1)
				r_out <= 16'hFFFF;
			else if(ld == 1'b1)
				r_out <= r_in;
	end
 endmodule
`timescale 1 ns/ 100 ps
module register18 (input clk,rst,zero,init,ld, input [17:0] r_in, output reg [17:0] r_out);
	always@(posedge clk, posedge rst)begin
		if(rst == 1'b1)
			r_out <= 0;
		else
			if(zero == 1'b1)
				r_out <= 0;
			else if (init == 1'b1)
				r_out <= 16'hFFFF;
			else if(ld == 1'b1)
				r_out <= r_in;
	end
 endmodule
module adder(input [17:0] a,b, output [17:0] s);
assign s = a+b;
endmodule
module controller(input clk,rst,start,co,
		    output reg done, zx,initx,ldx, zt,initt,ldt, zr,initr,ldr, zc,ldc,enc, s);
	reg [2:0] ps, ns;
	parameter [2:0]
	Idle = 0, Initialization = 1, Begin = 2, Mult1 = 3, Mult2 = 4, Add=5;
	always@(ps,co,start)begin
		ns = Idle;
		case(ps)
			Idle:
				ns = (start)? Initialization : Idle;
			Initialization:
				ns = (start)? Initialization : Begin;
			Begin:
				ns = Mult1;
			Mult1:
				ns = Mult2;
			Mult2:
				ns = Add;
			Add:
				ns = (co)? Idle : Mult1;
		endcase
	end
	always@(ps,co,start)begin
	done = 1'b0; zx = 1'b0; initx = 1'b0; ldx = 1'b0; zt = 1'b0; initt = 1'b0; ldt = 1'b0; 
	zr = 1'b0; initr = 1'b0; ldr = 1'b0;  zc = 1'b0; ldc = 1'b0; enc = 1'b0; s = 1'b0;
		case(ps)
			Idle:begin
				zx = 1'b1;
				zt = 1'b1;
				zc = 1'b1;
				done = 1'b1;
			end
			Initialization: begin
				ldx = 1'b1;
			end
			Begin:begin
				initr = 1'b1;
				initt = 1'b1;
			end
			Mult1:begin
				s = 1'b0;
				ldt = 1'b1;
			end
			Mult2:begin
				s = 1'b1;
				ldt = 1'b1;
			end
			Add:begin
				enc =1'b1;
				ldr = 1'b1;
			end
		endcase
	end
	always@(posedge clk,posedge rst)begin
		if(rst == 1'b1)
			ps <= Idle;
		else
			ps <= ns;
	end
endmodule
module Exponential(input clk,rst,start, input [15:0] x, 
		   output done, output[1:0] intpart, output [15:0]fracpart);
	wire co,zx,initx,ldx,zt,initt,ldt,zr,initr,ldr,zc,ldc,enc,s;
	controller control(clk,rst,start,co,done, zx,initx,ldx, 
			  zt,initt,ldt, zr,initr,ldr, zc,ldc,enc, s);
	datapath dP(clk,rst, zx,initx,ldx, zt,initt,ldt,
		    zr,initr,ldr, zc,ldc,enc, s,x,co,{intpart,fracpart});
endmodule
module Register2b(
    clk, rst,
    load, inp,
    p
);
    input clk, rst, load;
    input [1:0] inp;
    output reg [1:0] p;
    always @(posedge clk)
    begin
        if(rst)
            p <= 2'b0;
        else if(load)
            p <= inp;
    end
endmodule
module ShiftRegisterLeft(
    clk, rst,
    shL, load, inp,
    p
);
    input clk, rst;
    input shL, load;
    input [15:0] inp;
    output reg [15:0] p;
    always @(posedge clk)
    begin
        if(rst)
            p <= 16'b0;
        else if(load)
            p <= inp;
        else if(shL)
            p <= {p[14:0], 1'b0};
    end
endmodule
```
`flow/run.sh`:
```
#!/bin/bash
# OpenROAD 26Q1-2900-gdf79404cd8, Yosys 0.63+post, stock flow scripts
make -C /OpenROAD-flow-scripts/flow DESIGN_CONFIG=/design/flow/config.mk WORK_HOME=/design/flow/orfs finish
```
`flow/config.mk`:
```
export PLATFORM = sky130hd
export DESIGN_NAME = Accelerator
export DESIGN_NICKNAME = Accelerator
export VERILOG_FILES = /design/flow/design.v
export SDC_FILE = /design/flow/constraint.sdc
export NUM_CORES = 4
export LEC_CHECK = 1
export CORE_UTILIZATION = 50
```
==> impl_metrics.ini <==
; generated from flow reports
[status]
outcome = complete, but fails checks
violations = negative setup slack

[timing]
untimed_endpoints = 11
totalNegativeSetupSlack_ps = -67050
worst_slew_pin_slew_ps = 802
relSlewSlack_pct = 46.5
period_minus_slack_ps = 6110
fin_skew_ps = 10.9
drv_slew = 0
fin_ws_ps = -4110
fmax_ghz = 0.164
unclocked_regs = 11
period_used_pct = 306
rsz0062_at_grt = true
setup_violations = 28
final_hold_viol_count = 0

[drt]
n_antenna_cell = 0
wl_um = 33900
viasPerCell = 5.29
drt_iter0_markers = 381
vias = 10300
drc = 0
routedWlPerCell_um = 17.3
drtAntennaViolNets = 0
drt-pass1-iter-count = 5

[logic_synthesis]
netlist_instances = 1395
synth_flops = 80
synth-async-reset-ratio_pct = 67.5
syn_avg_cell_area_um2 = 8.90
ys_chip_area_mm2 = 0.0124
synth_warnings = 10
netlist_area_mm2 = 0.0124
yosys.cell_types.count = 59
ff_type = dfrtp_1
edf_count = 0
ys_cells = 1395

[grt]
grt_pass1_vias = 10700
grt.total_usage_pct = 29.7
antenna_found_initial = 0
grt_pass1_wl_um = 55600
grt_overflow_total = 0
grt_start_max_net_pins = 37

[cells_and_area]
final_layout_size_suffix_gt1_share_pct = 27.7
fin_cells = 1955
flop_area_mm2 = 0.00184
area_growth_pct = 33.1
final-comb-area_mm2 = 0.0105
design_area_mm2 = 0.0165
fill_cells = 1847

[hold_path]
min_from = exp.control.ps[5]
min_to = exp.control.ps[1]
hold_class = reg2reg
hold_depth = 0

[die]
die_h_um = 160
rows = 57
chip_area_mm2 = 0.0255
fp_util_pct = 51.0
core_mm2 = 0.0243
die_w_um = 160
io_pins = 33

[power_and_ir_drop]
leakagePower_nw = 8.33
cellPowerDensity_mw_per_mm2 = 191
pwr-share-clk_pct = 51.0
switching_share_pct = 25.5
switchingPower_w = 0.000808
total_power_w = 0.00316
seq_power_share_pct = 44.8
ir_drop_uv = 324
comb_power_share_pct = 4.2
cellInternalPower_w = 0.00236

[worst_setup_path]
rr_startpoint = exp.control.ps[1]
r2r_slack_ps = -4110
worstPathMaxFanout = 6
reg2reg_depth = 22
end_kind = flip-flop
required_ps = 2250
timing.rr.end = exp.dP.rtemp.r_out[13]
start_kind = flip-flop
critical_path_arrival_ps = 6360
crit_type = reg2reg

[cts]
cts_made_buffers = 9
clk_pin_slew_ps = 60
cts_root_buf = clkbuf_16
clk_latency_ps = 350
cts_buffer_depth = 2
cts_tree = yes
htree_levels = 3
ctsHoldBuffers = 0

[place]
gp_congestion = 0.934
port-buffer-count = 32
dp_cells = 1896
dpl_cell_area_mm2 = 0.0148
post-dp-hpwl_um = 26200

[flow_run]
drv_cap = 0
warnings = 31
## synthesized netlist by cell type, drive strengths merged, types with 3 or more instances
cell	count	area (um^2)
or3	4	25.0
nor2b	5	31.3
buf	8	30.0
mux2i	53	531
nand2	181	679
o21bai	5	37.5
nand2b	6	37.5
dfxtp	15	300
a211o	3	26.3
nand3	9	45.0
a21o	13	97.6
a21oi	62	318
mux2	7	78.8
dlxtn	11	165
inv	252	946
and2	55	344
nand4	6	37.5
o211ai	5	42.5
o21a	5	37.5
dfrtp	53	1330
and3	66	413
clkbuf	55	206
nor4	5	31.3
a31oi	4	25.0
o311ai	3	26.3
o31ai	3	27.5
ha	122	1530
fa	194	3880
o21ai	46	241
xnor2	18	158
a2111oi	3	26.3
nor3	15	75.1
a211oi	5	37.5
xor2	13	114
nor2	56	210
## per-stage QoR
step	hold WS [ps]	util, %	setup WS (ps)
after CTS	417	66.3	-4060
after global routing	421	67.9	-4310
final	418	67.9	-4110
after detailed placement	399	61.0	-4140
after floorplan	367	-	-3810
after global placement	406	61.0	-4120
## final cells by class
class                      count  share of cell area (%)
clock buffer                   9                    1.36
clock inverter                 7                   0.454
inverter                     252                    5.74
multi-input combinational   1003                    63.3
sequential                    80                    11.1
tap                          324                    2.45
timing repair buffer         280                    15.6
## worst max-delay path by stage
stage	cells past startpoint	slack [ps]	to	from
after CTS	22	-4060	exp.dP.rtemp.r_out[13]	exp.control.ps[1]
after global routing	23	-4310	exp.dP.rtemp.r_out[8]	exp.control.ps[1]
final	22	-4110	exp.dP.rtemp.r_out[13]	exp.control.ps[1]
## worst max-delay path: stages, from the launching register on
cell      delay [ps]
dfrtp_4          540
buf_8            160
mux2_4           360
and2_4           180
fa_1             500
inv_1             50
fa_1             470
inv_1             50
fa_1             450
fa_1             510
fa_1             510
inv_1             50
fa_1             510
inv_2             50
ha_4             230
a21oi_4          140
o221a_4          220
nor2_4            50
a211oi_2         210
o31ai_2          110
a211o_1          320
and3_1           200
nor3_1           150
## flip-flops by register name (all words and copies together) (netlist names)
signal	cells
exp.dP.count.out	4
exp.dP.rtemp.r_out	16
exp.dP.rres.r_out	18
exp.dP.regx.r_out	8
exp.dP.lut.datat	11
exp.control.ps	6
shRegL.p	8
controller.ps	5
controller.counter2b.p	2
uReg.p	2
## layer usage
metal  vias up  track usage [%]  wire (um)
met5         -             1.14          0
met4         0             5.03        819
met3        51             9.44       2510
met2       294             46.1      16000
met1      5046             43.5      14500
li1       4944                -          -
## power by group through the flow
stage	sequential (W)	clock [W]	combinational, W
final	0.00142	0.00161	0.000133
after global routing	0.00142	0.00169	0.000145
after CTS	0.00141	0.00164	0.000129
## cell usage in the layout, fill, tap and decap left out, types with 11 or more instances in the layout
cell type        instances
inv_1                  240
buf_4                  195
fa_1                   180
nand2_1                169
ha_1                   100
and3_1                  62
nor2_1                  50
and2_1                  44
a21oi_1                 43
dfrtp_1                 42
mux2i_1                 39
buf_6                   28
o21ai_0                 27
ha_4                    19
a21oi_2                 16
buf_12                  16
dlygate4sd2_1           15
fa_2                    14
a21o_1                  13
dfxtp_1                 13
xor2_1                  12
xnor2_1                 12
mux2i_4                 12
clkdlybuf4s50_1         12
nor3_1                  11
o21ai_1                 11
and2_4                  11
inv_2                   11
dlxtn_1                 11
## cells by family (layout without fill, tap and decap cells)
| logic type | Yosys count | in the layout | share of synthesized area (%) |
|---|---|---|---|
| simple gates | 416 | 416 | 16.1 |
| buf+inv | 315 | 548 | 9.53 |
| latches | 11 | 11 | 1.33 |
| flops | 69 | 69 | 13.3 |
| xor+xnor | 31 | 31 | 2.19 |
| mux | 60 | 63 | 4.91 |
| compound gates | 177 | 177 | 9.07 |
| fa+ha+maj | 316 | 316 | 43.6 |
## timing repair
action	4_1_cts	5_1_grt
cloned	5	1
endpoints found under the setup margin	48	44
buffers inserted	30	15
pin swaps	59	36
gates resized	182	71
No activity file was given, so power comes from the tool's default toggle rates.
